[design/flow/run.sh]
#!/bin/bash
# OpenROAD 26Q1-2900-gdf79404cd8, Yosys 0.63+post, stock flow scripts
make -C /OpenROAD-flow-scripts/flow DESIGN_CONFIG=/design/flow/config.mk WORK_HOME=/design/flow/orfs finish
[design/flow/config.mk]
export PLATFORM = sky130hd
export DESIGN_NAME = barrel_shifter_8bit
export DESIGN_NICKNAME = barrel_shifter_8bit
export VERILOG_FILES = /design/flow/design.v
export SDC_FILE = /design/flow/constraint.sdc
export NUM_CORES = 4
export LEC_CHECK = 1
export CORE_AREA = 10 10 70 70
export DIE_AREA = 0 0 80 80
[design/flow/constraint.sdc]
current_design barrel_shifter_8bit

set clk_period 1.7
set clk_io_pct 0.2

create_clock -name clk0 -period $clk_period

set non_clock_inputs [all_inputs -no_clocks]
set_input_delay [expr $clk_period * $clk_io_pct] -clock clk0 $non_clock_inputs
set_output_delay [expr $clk_period * $clk_io_pct] -clock clk0 [all_outputs]
[design/flow/design.v]
module barrel_shifter_8bit(
input logic [7:0] data,
input logic [2:0] amt,
output logic [7:0] out );
always_comb begin
case (amt)
3'o0: out = data;
3'o1: out = {data[0], data[7:1]};
3'o2: out = {data[1:0], data[7:2]};
3'o3: out = {data[2:0], data[7:3]};
3'o4: out = {data[3:0], data[7:4]};
3'o5: out = {data[4:0], data[7:5]};
3'o6: out = {data[5:0], data[7:6]};
default: out = {data[6:0], data[7]};
endcase
end
endmodule
==> GITHUB_STEP_SUMMARY <==
## PnR job results

| Metric | Value |
|---|---|
| Post-Synth XOR/XNOR Area | 0% |
| Setup ws final | -0.118 ns |
| Synth Area in Compound Gates | 42.1% |
| Routed wire length per instance | roughly 17 um |
| Port-buffer cells | 19 |
| Pwr/cell area | 273 nW/um2 |
| CTS Hold Bufs | 0 |
| Worst path cell trace | buf_12 -> and2b_1 -> buf_4 -> mux4_2 -> o22a_1 -> buf_2 |
| GP Congestion | 0.893 |
| Ys cells | 88 |
| Synth warnings | 1 |
| Final Non-Filler Cells | between 150 and 200 |
| Grt ovf | 0 |
| Initial DRC Count | 60 |
| Synthesized cell area | 603 um2 |
| Clock period minus worst slack | roughly 1.8 ns |
| Vias per std cell | between 5 and 6 |
| Simple share | 33.2% |
| Largest net degree at the start of global routing | 11 |
| Logic pwr share | ~100% |
| Placed cells | 169 |
| Total power | 375 uW |
| FP Core Util | 17.7% |
| Crit-path leading delay family | multiplexers |
| Top cells by area | a21oi_1 (7.5%), a211oi_1 (7.5%), mux4_2 (7.5%) |
| Crit Path Max Fanout | 8 |
| Worst hold margin | 1.09 ns |
| Leak Pwr | 0.000606 uW |
| Status | finished, violations left |
| Violated checks | setup timing |
| First-pass GRT wire length | 4910 um |
| CP startpoint | amt[0] |
| Hpwl dp | 1760 um |
| Placeable core area | between 3000 and 4000 um2 |
| Seq_cells | 0 |
| Post-synth top cells | a21oi_1 (9), nand2_1 (9), a211oi_1 (6) |
| Top comb family, area | AND-OR/OR-AND gates |
| Crit path largest cell delay | 0.45 ns |
| Slew @ Worst Pin | 0.248 ns |
| CP Capture Type | output pin |
| Total tool warning count | 34 |
| CP max stage cell | mux4_2 |
| Worst setup endpoint | out[4] |
| 1st-pass router iterations | 4 |
| # clk buffers | 0 |
| Slew headroom | 83.4% |
| Mapped Cells | 88 |
| Die height | 80 um |
| Final wirelength | 3330 um |
| Area leader, netlist | a21oi_1 |
| Critical path launch point type | primary input |
| Width of the die | 80 um |
| Register area | 0 um2 |
| Endpoints failing setup | 6 |
| Hold crit path type | in2out |
| MUX share of area | 14.3% |
| Ratio of cells with drive above 1 in the final layout | 67.5% |
| Switch share | 43.4% |
| ANT cells | 0 |
| IO Count | 19 |
| Max-Cap Viols | 0 |
| Yosys chip area | 603 um2 |
| Setup WS pre-CTS | -0.908 ns |
| Num rows | 21 |
| Int Power | 212 uW |
| P_sw | 163 uW |
| Residual DRC count | 0 |
| Hold Fails Final Rpt | 0 |
| Dominant cell area share | between 7 and 8% |
| Fmax | 550 MHz |
| Syn avg cell area | ~7 um2 |
| Register area share after synthesis | 0% |
| Clock power frac | 0% |
| RSZ-0062 raised after global routing | true |
| Crit path required time | 1.36 ns |
| Max IR drop VDD | approximately 0.00015 V |
| Cell variety after synth | 35 |
| WS Path Type | in2out |
| DRT antenna net count | 0 |
| Register share of total power | 0% |
| FA/HA/MAJ Cells, Area Fraction | 0% |
| Buf+Inv Stages, Crit Path | 3 |
| Area delta synth->final | 128% |
| Worst Path Arrival | roughly 1.5 ns |
| Final Core Density | between 40% and 50% |
| Die area | 6400 um2 |
| Max-slew violation count | 0 |
| Critical path depth | 6 |
| Vias in the first global route | ~1000 |
| GRT Util Overall | 9.17% |
| Period utilization | 107% |
| Initial antenna violation count | 0 |
| Via count | between 1000 and 1500 |
[layout make-up]
| type | instances | area (um2) |
|---|---|---|
| tap | 46 | 57.6 |
| multi-input combinational | 79 | 714 |
| fill | 327 | 2040 |
| inverter | 1 | 3.75 |
| timing repair buffer | 71 | 597 |
[per-stage QoR]
stage,TNS (ns),cell area (um2)
floorplan,0,603
global placement,-6.62,985
detailed placement,-6.80,985
CTS,-0.478,1250
global route,-0.537,1370
finish,-0.232,1370
[how the worst min path moves through the flow]
stage / from / endpoint / slack, ns / depth (start not counted)
4_1_cts: data[5] / out[6] / 1.06 / 3
5_1_grt: data[5] / out[6] / 1.10 / 3
6_report: data[5] / out[6] / 1.09 / 3
[what timing repair did]
action	4_1_cts	5_1_grt
pin swaps	16	21
gates cloned	3	0
resized	96	36
setup buffers	20	7
endpoints found under the setup margin	8	8
[cells in the final DEF (no fill, tap or decap), types with 2 or more instances in the layout]
cell	netlist	layout
a211oi_1	6	3
a211oi_2	0	3
a21oi_1	9	3
a21oi_2	0	4
a21oi_4	0	2
a31oi_1	4	3
and2_4	2	2
and2b_1	2	2
buf_12	0	2
buf_2	2	13
buf_4	3	35
buf_6	2	15
buf_8	0	2
clkbuf_2	0	2
mux2i_1	3	3
mux4_2	2	2
nand2_1	9	8
nand2b_4	0	2
nand3_1	3	3
nand3b_1	2	2
nor2_1	5	3
nor2_2	0	2
nor2b_4	0	3
o211ai_1	2	2
o21ai_1	0	2
o22a_1	5	5
[kinds of logic (layout without fill, tap and decap cells)]
group                  Yosys count  after routing
multiplexers                     6              6
buffers and inverters            9             72
AND-OR/OR-AND                   37             37
AND/OR/NAND/NOR                 36             36
[power by group through the flow]
stage	registers [uW]	logic, uW	clock network, uW
5_1_grt	0	400	0
4_1_cts	0	319	0
6_report	0	375	0
[metal layers]
layer	GRT usage, %	vias up	part of all wire (%)
li1	-	473	-
met1	12.1	492	43
met2	15.7	63	48
met3	0.795	6	6.7
met4	1.94	0	2.1
met5	0	-	0
Power figures rest on the tool's default switching activity, not on a simulated workload.
